--- design/flow/run.sh ---
#!/bin/bash
# OpenROAD 26Q1-2900-gdf79404cd8, Yosys 0.63+post, stock flow scripts
make -C /OpenROAD-flow-scripts/flow DESIGN_CONFIG=/design/flow/config.mk WORK_HOME=/design/flow/orfs finish
--- design/flow/config.mk ---
export PLATFORM = sky130hd
export DESIGN_NAME = ALU
export DESIGN_NICKNAME = ALU
export VERILOG_FILES = /design/flow/design.v
export SDC_FILE = /design/flow/constraint.sdc
export NUM_CORES = 4
export LEC_CHECK = 1
export CORE_UTILIZATION = 50
--- design/flow/constraint.sdc ---
current_design ALU

set clk_period 21.1
set clk_io_pct 0.2

create_clock -name clk0 -period $clk_period

set non_clock_inputs [all_inputs -no_clocks]
set_input_delay [expr $clk_period * $clk_io_pct] -clock clk0 $non_clock_inputs
set_output_delay [expr $clk_period * $clk_io_pct] -clock clk0 [all_outputs]
--- design/flow/design.v ---
module ALU(    
    input wire [31:0] A,
    input wire [31:0] B,
    input wire [3:0] mode,
    output wire [31:0] X,  
    output wire ZERO
    );
    function [31:0] operation(
        input [3:0] mode,
        input [31:0] A,B
    );
        begin 
            case(mode)
                4'b0000: operation = $signed(A) + $signed(B);            
                4'b0001: begin                
                    operation = $signed(A) - $signed(B);
                end          
                4'b0010: operation = A & B;            
                4'b0011: operation = A | B;            
                4'b0100: operation = A ^ B;            
                4'b0101: operation = A << B;      
                4'b0110: operation = A >> B;      
                4'b0111: operation = $signed(A) >>> $signed(B) ;   
                4'b1000: begin 
                    operation = (A < B);     
                end
                4'b1001: operation = (A >= B);   
                4'b1011: begin 
                    operation =  (A != B); 
                end
                4'b1100: begin  
                    operation = ($signed(A) < $signed(B)); 
                end
                4'b1101: begin 
                    operation = ($signed(A) >= $signed(B)); 
                end
            endcase
        end
    endfunction
    function zero_process(
        input [3:0] mode,
        input [31:0] X
    );
        begin 
            case(mode)
                4'b0000: zero_process = (X == 0) ;
                4'b0001: zero_process = (X == 0) ;
                4'b0010: zero_process = (X == 0) ;
                4'b0011: zero_process = (X == 0) ;
                4'b0100: zero_process = (X == 0) ;
                4'b0101: zero_process = (X == 0) ;
                4'b0110: zero_process = (X == 0) ;
                4'b0111: zero_process = (X == 0) ;
                4'b1000: zero_process = (X == 1) ;  
                4'b1001: zero_process = (X == 1) ;
                4'b1010: zero_process = (X == 1) ;
                4'b1011: zero_process = (X == 1) ;
                4'b1100: zero_process = (X == 1) ;
                4'b1101: zero_process = (X == 1) ;
            endcase
        end
    endfunction
    assign X = operation(mode,A,B);
    assign ZERO = zero_process(mode,X); 
endmodule
==> changes_impl.md <==
### Physical design

* Fmax at 66.9 MHz
* Vias in the first global route at 12141
* Hpwl dp at 41500 um
* Post-Syn Area at 0.0102 mm^2
* Main area contributors: mux4_2 (12%), ha_1 (12%), nor2_1 (5.9%)
* Gate Count Post-Synth at 1458
* Crit path time final at 14.95 ns
* Pin count of the biggest net entering global routing at 66
* Fin Setup TNS at 0 ns
* Most frequent cells after synthesis: nor2_1 (159), a21oi_1 (115), nand2_1 (112)
* Placed Cells at 1744
* GPL Wtd Cong at 1.15
* Via density at 7.59
* Flop area at 0 um^2
* # Post-CTS Setup Buffers at 0
* Largest area contributor in the netlist: mux4_2
* Min Hold Slack at 9.71 ns
* Seq/Total Area, Yosys at 0%
* VDD IR max at 0.0000247 V
* First-pass GRT wire length at 78500 um
* Total gr overflow at 0
* Crit path max fanout at 21
* Area growth, synth to finish at 11.5%
* FP Core Util at 51.6%
* DR iter-0 viols at 1849
* Measured slew at the worst slew-check pin at 1.50 ns
* CP Launch Type: input port
* Crit path kind: in2out
* Hold path cells at 5
* Number of max-cap violations at 1
* Hold Buf Count CTS at 0
* Chip area in the Yosys report at 0.0102 mm^2
* Die area at 0.0209 mm^2
* Non-Filler Instances at 1745
* Most frequent cell after synthesis: nor2_1
* Pins Over Slew Limit at 1
* Residual DRC at 0
* Status: finished with violations
* RSZ-0062 raised after global routing: false
* Initial antenna violation count at 3
* Crit path DRT at 16.88 ns
* IO Count at 101
* DR WL/cell at 30.9 um
* CP max-delay cell: ha_1
* Most frequent CP cell: clkdlybuf4s50_1
* Layout cells sized above 1 at 10.4%
* Log Warnings at 97
* Routed wire length at 54000 um
* Die Y at 144 um
* Cell Chain, Critical Path: clkdlybuf4s50_1, buf_4, clkinv_1, ha_1, o21ai_0, a2111oi_0, a221oi_1, a21oi_1, and4_1, o32ai_1, o311ai_0, nor4_1, nand4bb_1, or4b_1, nor4b_2, clkdlybuf4s50_1
* Area leader share at 12.4%
* Vias after detailed routing at 13249
* Failing checks: capacitance limit, slew limit
* Critical path arrival at 10.73 ns
* First drt pass iteration count at 10
* Power Density at 29.2 mW/mm^2
* Final period utilization at 70.9%
* Core ar. at 0.0197 mm^2
* Seq cells at 0
* Port bufs at 101
* Die W at 144 um
* Yosys stat cell total at 1458
* HP Class: in2out
* Final setup violation count at 0
* Post-route ant nets at 0
* Rel. slew slack at -0.897%
* Total routing usage reported by global routing at 53.0%
* PostCTS Resize Cnt at 0
* Row cnt at 51
* Crit path capture type: output port
* Fin. Hold Viols at 0
* Leak at 0.00438 uW
* CP max stage delay at 0.67 ns
* Clock buffers at 0
* Syn Area/Cell at 6.96 um^2
* Yosys cell types at 85
* Synth Warn # at 1
-- critical path: cells and delay by family --
kind                       cells  cell delay (ns)
adders and majority gates      1             0.67
and+or+nand+nor                5             1.81
buffers and inverters          4             1.87
AOI/OAI and AO/OA              6             2.14
-- path summary, 6_finish.rpt --
check,from,slack (ns),endpoint
worst max-delay path,B[5],6.15,ZERO
worst min-delay path,B[0],9.71,X[12]
-- area by class of cell --
| type | count | area [um^2] |
|---|---|---|
| tap | 265 | 332 |
| multi-input combinational | 1235 | 9290 |
| timing repair buffer | 145 | 1330 |
| antenna | 1 | 2.50 |
| inverter | 99 | 372 |
| fill | 1853 | 8340 |
-- routing by layer --
metal	track usage, %	share of wire, %	vias to the layer above
li1	-	-	5685
met1	67.2	36	6049
met2	72.5	40	1230
met3	24.6	16	283
met4	32.7	7.8	2
met5	0	0.020	-
-- stage by stage --
| step | power (uW) | setup WS, ns | utilization [%] | cell area, um^2 |
|---|---|---|---|---|
| 3_5_place_dp | 311 | 6.40 | 57.6 | 11300 |
| 2_1_floorplan | 187 | 7.58 | - | 10200 |
| 5_1_grt | 345 | 5.87 | 57.6 | 11300 |
| 6_report | 331 | 6.15 | 57.6 | 11300 |
| 4_1_cts | 313 | 6.38 | 57.6 | 11300 |
| 3_3_place_gp | 311 | 6.62 | 57.6 | 11300 |
-- power by group --
| group | switching (uW) | leakage, uW | total [uW] | internal, uW |
|---|---|---|---|---|
| Sequential | 0 | 0 | 0 | 0 |
| Combinational | 204 | 0.00438 | 331 | 126 |
| Clock | 0 | 0.00000000634 | 0.0000139 | 0.0000139 |
| Total | 204 | 0.00438 | 331 | 126 |
-- kinds of logic after synthesis --
kind of cell	synth area share, %
adders and majority gates	12.2
xor gates and xnor gates	1.29
and+or+nand+nor	22.4
AOI/OAI and AO/OA	35.4
muxes	20.0
buffers and inverters	8.64
-- cells in the final DEF, fill, tap and decap left out, types with 22 or more instances in the layout --
cell type / netlist / final
mux2_2: 28 / 28
ha_1: 96 / 96
a221oi_1: 30 / 30
a21oi_1: 115 / 115
nand2_1: 112 / 112
mux4_2: 56 / 56
clkdlybuf4s50_1: 0 / 97
mux2i_1: 45 / 45
a31oi_1: 22 / 22
o21ai_0: 90 / 90
nor3_1: 39 / 39
nand3_1: 45 / 45
buf_4: 1 / 46
o211ai_1: 33 / 33
nor2_1: 159 / 159
inv_1: 94 / 94
No activity file was given, so power comes from the tool's default toggle rates.
