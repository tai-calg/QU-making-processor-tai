<file path="config.mk">
export PLATFORM = sky130hd
export DESIGN_NAME = utype_alu
export DESIGN_NICKNAME = utype_alu
export VERILOG_FILES = /design/flow/design.v
export SDC_FILE = /design/flow/constraint.sdc
export NUM_CORES = 4
export LEC_CHECK = 1
export CORE_AREA = 10 10 107 107
export DIE_AREA = 0 0 117 117
</file>
<file path="constraint.sdc">
current_design utype_alu

set clk_period 14.0
set clk_io_pct 0.2

create_clock -name clk0 -period $clk_period

set non_clock_inputs [all_inputs -no_clocks]
set_input_delay [expr $clk_period * $clk_io_pct] -clock clk0 $non_clock_inputs
set_output_delay [expr $clk_period * $clk_io_pct] -clock clk0 [all_outputs]
</file>
<file path="design.v">
module utype_alu(
    input [31:0] imm20,  
    input [31:0] pc,
    input IS_lui,
    input IS_Utype,
    output wire [31:0] result
);
    function [31:0] utypealu(
        input [31:0] imm20,
        input [31:0] pc,
        input IS_lui,
        input IS_Utype
    );
        if(IS_Utype) begin
            if(IS_lui) begin
                utypealu = imm20;
            end
            else begin
                utypealu = imm20 + pc;
            end
        end
        else begin
            utypealu = 32'hxxxx;
        end
    endfunction
    assign result = utypealu(imm20, pc, IS_lui, IS_Utype);
endmodule
</file>
<file path="run.sh">
#!/bin/bash
# OpenROAD 26Q1-2900-gdf79404cd8, Yosys 0.63+post, stock flow scripts
make -C /OpenROAD-flow-scripts/flow DESIGN_CONFIG=/design/flow/config.mk WORK_HOME=/design/flow/orfs finish
</file>
==> impl_metrics.py <==
# Generated from Yosys and OpenROAD reports
metrics = {
    "setup_path": {
        "max_stage_delay_ns": 0.49,
        "slowest_stage": "a2111oi_4",
        "worst_ep_arrival_time_ns": 6.02,
        "path_max_fanout": 5,
        "cp-start-kind": "input pin",
        "cp.required_ns": 11.20,
        "endpoint_kind": "primary output",
        "crit_buf_inv": 2,
        "crit_chain": "clkdlybuf4s50_1 -> ha_1 -> a211oi_2 -> o211ai_1 -> a31o_4 -> a2111oi_4 -> nor3b_1 -> or4_1 -> nand3_1 -> clkdlybuf4s50_1",
        "crit_path_frequent_cell": "clkdlybuf4s50_1",
        "crit_type": "input pin to primary output",
        "crit_family": "AND-OR/OR-AND gates",
    },
    "drt": {
        "top_layer": "met3",
        "dr.pass1.iters": 4,
        "drtIter0Drc": 107,
        "routed_wl_um": 7500,
        "avgRoutedWirePerCell_um": 14.4,
        "ant_nets": 0,
        "dr_wl_met2_um": 3420,
        "route.vias.total": 2638,
        "wl_met3_um": 708,
        "viasPerCell": 5.05,
        "wl_met1_um": 3360,
        "post-route-drc-count": 0,
        "route.antenna.diode_count": 0,
    },
    "layout": {
        "clkbuf_count": 0,
        "fin_area_um2": 3210,
        "register_area_um2": 0,
        "seq_cells": 0,
        "area_delta_synth_final_pct": 50.1,
        "drive_above_1_share": 0.0389,
        "comb_area_um2": 2060,
        "n_fill_cell": 994,
    },
    "placement": {
        "io_buffers": 97,
        "dp.final_hpwl_um": 6360,
        "gp_congestion": 0.853,
        "pre_cts_slack_ns": 5.16,
        "placed_area_um2": 3210,
    },
    "timing": {
        "slew_headroom": 0.649,
        "timing.hold.ws_ns": 6.53,
        "min_period_ns": 8.82,
        "rsz0062_at_grt": "no",
        "max_freq_mhz": 113,
        "timing.final.ws_setup_ns": 5.18,
        "setup_viol": 0,
        "hold_viol": 0,
        "slew_viol_final": 0,
        "worstMarginPinSlew_ns": 0.526,
        "finalClockPeriodUsage": 0.630,
        "fin_tns_setup_ns": 0,
    },
    "run": {
        "tool_warnings": 33,
        "maxCapViolations": 0,
    },
    "floorplanning": {
        "die_y_um": 117,
        "core_util_floorplan": 0.232,
        "dieArea_um2": 13700,
        "core_um2": 9200,
        "core.rowCount": 35,
        "fp.dieW_um": 117,
        "io_pins": 98,
    },
    "grt": {
        "grt_pass1_vias": 2595,
        "grt_pass1_wl_um": 12000,
        "grt_max_degree": 60,
        "track_usage": 0.104,
        "overflow": 0,
        "grt_antenna_before_repair": 0,
    },
    "clocking": {
        "hold_buffers": 0,
        "ctsResizeCount": 0,
        "cts_setup_buffers": 0,
    },
    "power": {
        "power.density_nw_per_um2": 43.5,
        "combPwrFrac": 1.000,
        "internal_power_uw": 77.3,
        "clkPwrFrac": 0,
        "seqPwrFrac": 0,
        "leakage_nw": 1.35,
        "ir_drop_mv": 0.0221,
        "p_sw_uw": 62.2,
        "netSwitchingFraction": 0.446,
    },
    "hold_path": {
        "whs_endpoint": "result[20]",
        "hold_path_startpoint": "imm20[20]",
        "hold_depth": 4,
        "hold_class": "input pin to primary output",
    },
    "yosys": {
        "syn-instance-count": 325,
        "netlist_area_um2": 2140,
        "yosysTopAreaCellShare": 0.181,
        "synth_cell_types": 53,
        "ys_cells": 325,
        "yosysMostFrequentCell": "nand2_1",
        "ys_top_cells_by_area": "ha_1, nand2_1, o21ai_0, a21o_1, a21oi_1",
        "yosysWarnings": 1,
        "ys_chip_area_um2": 2140,
        "synth_area_per_cell_um2": 6.58,
        "ys_top_cells_by_count": "nand2_1, o21ai_0, a21oi_1",
        "seq_area_frac_synth": 0,
        "largest_area_cell": "ha_1",
    },
    "outcome": {
        "status": "completed",
    },
}
stage by stage:
stage           util  cells  total power, mW
2_1_floorplan      -    325           0.0767
3_3_place_gp   0.349    522            0.140
3_5_place_dp   0.349    522            0.140
4_1_cts        0.349    522            0.141
5_1_grt        0.349    522            0.156
6_report       0.349    522            0.140
power groups by stage:
stage	Combinational [mW]	Sequential, mW	Clock [mW]
finish	0.140	0	0
global route	0.156	0	0
CTS	0.141	0	0
kinds of logic after synthesis:
kind of cell,synth area share
xor gates and xnor gates,0.0984
muxes,0.0199
buffers and inverters,0.0357
and+or+nand+nor,0.250
adders and majority gates,0.191
AOI/OAI and AO/OA,0.405
cells in the final DEF (no fill, tap or decap), types with 3 or more instances in the layout:
cell             instances
clkdlybuf4s50_1         96
nand2_1                 50
o21ai_0                 35
a21oi_1                 33
ha_1                    31
a21o_1                  22
nor2_1                  22
xnor2_1                 14
xor2_1                  10
and3_1                   7
inv_1                    7
nand3_1                  5
o211ai_1                 5
nor3_1                   4
a221oi_1                 4
nand4_1                  4
o21bai_1                 4
a31oi_1                  4
and2_1                   3
or2_2                    3
a311oi_1                 3
o22ai_1                  3
nand3b_1                 3
metal layers:
layer	global-route usage	vias up
li1	-	1390
met1	0.135	1182
met2	0.175	66
met3	0.0325	0
met4	0.000824	0
met5	0	-
area by class of cell:
class | instances | share of cell area
inverter | 7 | 0.00819
timing repair buffer | 99 | 0.306
multi-input combinational | 305 | 0.643
tap | 111 | 0.0433
worst max path at each step:
stage / from / to / slack, ns / cells past startpoint
4_1_cts: imm20[1] / result[31] / 5.13 / 10
5_1_grt: imm20[1] / result[31] / 4.96 / 10
6_report: imm20[1] / result[31] / 5.18 / 10
Power is estimated from default activity; no workload was simulated.
