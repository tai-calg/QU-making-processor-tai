**flow/design.v**
```verilog
module sgn_extend (
    input wire [31:0] DDT_from_mem,
    input wire [1:0] read_ext_src,
    output wire [31:0] R_DDT
);
    function [31:0] sgn_extender(
        input [31:0] DDT_from_mem,
        input [1:0] read_ext_src
    );
        begin
            if (read_ext_src == 2'b00 ) begin
                sgn_extender = DDT_from_mem;
            end
            else if(read_ext_src == 2'b01  )begin  
                sgn_extender = { {24{DDT_from_mem[7]}}, DDT_from_mem[7:0] };
            end
            else if(read_ext_src == 2'b10  )begin  
                sgn_extender = { {16{DDT_from_mem[15]}}, DDT_from_mem[15:0] };
            end
            else begin 
                sgn_extender = 32'bx;
            end
        end
    endfunction
    assign R_DDT = sgn_extender(DDT_from_mem, read_ext_src);
endmodule
```
**flow/run.sh**
```bash
#!/bin/bash
# OpenROAD 26Q1-2900-gdf79404cd8, Yosys 0.63+post, stock flow scripts
make -C /OpenROAD-flow-scripts/flow DESIGN_CONFIG=/design/flow/config.mk WORK_HOME=/design/flow/orfs finish
```
**flow/config.mk**
```make
export PLATFORM = sky130hd
export DESIGN_NAME = sgn_extend
export DESIGN_NICKNAME = sgn_extend
export VERILOG_FILES = /design/flow/design.v
export SDC_FILE = /design/flow/constraint.sdc
export NUM_CORES = 4
export LEC_CHECK = 1
export CORE_AREA = 10 10 70 70
export DIE_AREA = 0 0 80 80
```
**flow/constraint.sdc**
```tcl
current_design sgn_extend

set clk_period 3.3
set clk_io_pct 0.2

create_clock -name clk0 -period $clk_period

set non_clock_inputs [all_inputs -no_clocks]
set_input_delay [expr $clk_period * $clk_io_pct] -clock clk0 $non_clock_inputs
set_output_delay [expr $clk_period * $clk_io_pct] -clock clk0 [all_outputs]
```
==> notes.md <==
run metrics: Worst VDD drop=49.95 µV, Slowest-stage cell, CP=and2b_1, Cell Type Count=12, most used cell, CP=clkdlybuf4s50_1, delay-heaviest family, CP=buffers and inverters, std cell rows=21, cells after synthesis=59, worst setup margin=0.2669 ns, CP Class=input pin to primary output, # DRC=0, total core area=0.003416 mm², FP Util=13.22%, vias in the first global route=560, max frequency=329.7 MHz, post-CTS resize count=0, CP Data Arrival Time=2.37 ns, DRT Wirelength=1872 µm, Routed Antenna Nets=0, Hold Buf Count CTS=0, # IOs=66, crit end category=primary output, First-pass DRT Iterations=2, DR iter-0 viols=3, register area=0 µm², HP Class=input pin to primary output, max incr delay on CP=0.63 ns, Seq/Total Area, Yosys=0%, most frequent cell after synthesis=nand2b_1, Top cell area share=23.55%, grt ovf=0, DPL Wire Length=1645 µm, port bufs=52, Tcrit/Tclk final=91.91%, final cell count without fillers=143, # Cells Yosys=59, vias per cell=3.692, initial antenna violation count=0, Yosys Warn Count=1, P_leak=0.0003497 µW, max-slew violations=0, Req. time, crit path=2.64 ns, Clock Buffer Count=0, Die Area=0.006400 mm², RD Place Congestion=0.7776, DIE HEIGHT=80 µm, DR WL/cell=13.09 µm, area grow syn2layout=99.72%, Hold Fails Final Rpt=0, leading area contributor after synthesis=nand2b_1, Tot GR Track Use=5.380%, largest net degree at the start of global routing=17, Setup WS pre-CTS=0.2466 ns, status=finished clean, power per cell area=135.7 mW/mm², post-synth area from yosys stat=451.7 µm², # fillers=386, unrepaired setup endpoints after global routing=false, final setup vio count=0, Max-Cap Viols=0, worst slew pin tran=0.7337 ns, diode count=0, worst rel slew slack=51.09%, placed cell count=143, multi-input logic area=316.6 µm², Via Count=528, Largest cells by area=nand2b_1 24%, a21oi_2 19%, a21o_1 13%, buf_4 13%, buf_6 10%, global-route wire length before repair=2822 µm, count of tool warnings=32, Die W=80 µm, CP max FO=16, synthesized area=451.7 µm², TNS Setup=0 ns, critical-path cell list=clkdlybuf4s50_1 > and2b_1 > a21oi_1 > clkdlybuf4s50_1, Seq cells=0, Post-CTS Setup Inserts=0, Syn Area/Cell=7.656 µm², Post-synth top cells=17 x nand2b_1, 10 x a21oi_2, 8 x a21o_1, 8 x buf_4, 6 x a21oi_1, crit path buf inv count=2, CP Launch Type=input pin, layout cell share with drive strength beyond 1=12.37%, Final min period=3.033 ns
worst paths after layout:
check | slack (ns) | depth (start not counted) | endpoint | startpoint
setup / recovery | 0.27 | 4 | R_DDT[29] | read_ext_src[1]
hold / removal | 1.32 | 0 | R_DDT[2] | DDT_from_mem[2]
per-stage QoR:
stage,total power (µW),hold WS [ns],cell area [µm²],util [%]
final,122.4,1.320,902.1,26.41
after floorplan,47.19,1.383,451.7,-
after global routing,134.4,1.320,902.1,26.41
after CTS,125.1,1.320,902.1,26.41
after detailed placement,123.9,1.320,902.1,26.41
after global placement,124.6,1.320,902.1,26.41
kinds of logic (layout without fill, tap and decap cells):
group,count (synthesis),after routing,share of synthesized area (%)
simple gates,19,19,27.15
compound gates,25,25,42.94
buf+inv,15,53,29.91
cells in the final DEF, fill, tap and decap left out:
master | netlist | routed
a21o_1 | 8 | 8
a21oi_1 | 6 | 6
a21oi_2 | 10 | 10
a21oi_4 | 1 | 1
and2b_1 | 1 | 1
and3b_1 | 1 | 1
buf_4 | 8 | 1
clkdlybuf4s50_1 | 0 | 52
nand2b_1 | 17 | 17
per-layer routing:
| metal | GRT usage (%) | up-vias | share of wire (%) |
|---|---|---|---|
| met5 | 0 | - | 0 |
| met4 | 0.1761 | 0 | 0 |
| met3 | 4.886 | 0 | 25 |
| met2 | 7.544 | 53 | 32 |
| met1 | 6.262 | 209 | 43 |
| li1 | - | 266 | - |
where the power goes:
group / leakage, µW / total (µW) / internal, µW / switching, µW
Combinational: 0.000350 / 122 / 87.7 / 34.7
Sequential: 0 / 0 / 0 / 0
Clock: 0 / 0 / 0 / 0
Total: 0.000350 / 122 / 87.7 / 34.7
area by class of cell:
class                      count  area share [%]
multi-input combinational     44           35.09
timing repair buffer          53           58.53
tap                           46           6.380
No activity file was given, so power comes from the tool's default toggle rates.
